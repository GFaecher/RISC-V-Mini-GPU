## ./design.v

```verilog
module simd_decoder (
    input [31:0] instruction,
    output logic [2:0] type_instruction,
    output logic [4:0] regnum_1,
    output logic [4:0] regnum_2,
    output logic [4:0] dest_reg,
    output logic [5:0] shammt,
    output logic [8:0] address
);
    always_comb begin
        if (instruction[31:21] == 11'b00000000000) begin
            type_instruction = 3'b000;  
        end else if (instruction[31:21] == 11'b11001011000) begin
            type_instruction = 3'b001;  
        end else if (instruction[31:21] == 11'b10011011000) begin
            type_instruction = 3'b010;  
        end else if (instruction[31:21] == 11'b10001011000) begin
            type_instruction = 3'b011;  
        end else if (instruction[31:21] == 11'b00011110011 && instruction[15:10] == 6'b001010) begin
            type_instruction = 3'b100;  
        end else if (instruction[31:21] == 11'b00011110011 && instruction[15:10] == 6'b001110) begin
            type_instruction = 3'b101;  
        end else if (instruction[31:21] == 11'b10101010101) begin  
            type_instruction = 3'b110;  
        end else if (instruction[31:21] == 11'b11111111111) begin
            type_instruction = 3'b111;  
        end else begin
            type_instruction = 3'b000;  
        end
        dest_reg = instruction[4:0];
        regnum_1 = instruction[9:5];
        regnum_2 = instruction[20:16];
        shammt = instruction[15:10];  
        address = instruction[20:12];  
    end
endmodule
```

## ./run.sh

```bash
#!/bin/bash
# OpenROAD 26Q1-2900-gdf79404cd8, Yosys 0.63+post, stock flow scripts
make -C /OpenROAD-flow-scripts/flow DESIGN_CONFIG=/design/flow/config.mk WORK_HOME=/design/flow/orfs finish
```

## ./config.mk

```make
export PLATFORM = sky130hd
export DESIGN_NAME = simd_decoder
export DESIGN_NICKNAME = simd_decoder
export VERILOG_FILES = /design/flow/design.v
export SDC_FILE = /design/flow/constraint.sdc
export NUM_CORES = 4
export LEC_CHECK = 1
export CORE_AREA = 10 10 70 70
export DIE_AREA = 0 0 80 80
```

## ./constraint.sdc

```tcl
current_design simd_decoder

set clk_period 2.0
set clk_io_pct 0.2

create_clock -name clk0 -period $clk_period

set non_clock_inputs [all_inputs -no_clocks]
set_input_delay [expr $clk_period * $clk_io_pct] -clock clk0 $non_clock_inputs
set_output_delay [expr $clk_period * $clk_io_pct] -clock clk0 [all_outputs]
```

==> reports/results.tsv <==
metric	value	unit
gp_congestion	0.836	
yosysTopAreaCellShare	64.1	%
chip_area	6400	um2
routed_via_density	3.24	
grt_pass1_vias	383	
hold_violations	0	
holdWs	0.800	ns
slew_viol_final	0	
drt_iter0_markers	7	
initial_utilization	10.3	%
peakVddDrop	0.0142	mV
top_cell	buf_4	
die_h	80	um
portBuffers	30	
nClkBuffers	0	
wl	1260	um
track_usage	3.53	%
avgRoutedWirePerCell	11.8	um
dp_hpwl	1080	um
fin_crit	1.93	ns
power.leakage	0.265	nW
outcome	complete, no violations	
dieWidth	80	um
avgSynthCellArea	7.03	um2
first_pass_iters	2	
start_kind	primary input	
ys_cells	50	
warnings	32	
synthCells	50	
hold_path.class	in2out	
synth_top_cell_by_area	buf_4	
yosys_warnings	1	
ant_nets	0	
maxCapViolCount	0	
n_antenna_cell	0	
power_density	135	nW/um2
drive_above_1_share	37.7	%
timing.fmax	518	MHz
cts_hold_buf	0	
final_cells	107	
yosys_area	352	um2
antenna_found_initial	0	
timing_worst_slew_pin_value	0.226	ns
dr_total_vias	347	
top_cells_by_area	buf_4 (64%), nor4b_1 (5.0%), a21o_1 (4.3%), and4bb_1 (3.6%), nand4_1 (3.6%)	
grt_start_max_net_pins	4	
synth.distinct_cells	14	
syn_to_final_growth	71.5	%
finalSetupTns	0	ns
crit_fanout	2	
period_used_share	96.6	%
place_inst	106	
end_kind	primary output	
n_fill_cell	384	
maxSlewHeadroom	84.9	%
design.core.area	3420	um2
seqCellArea	0	um2
power	0.0816	mW
grt_remaining_overflow	0	
syn-cell-area	352	um2
setup_viol	0	
path_class	in2out	
grt_pass1_wl	1930	um
flops	0	
drc	0	
pin_count	65	
rows	21	
crit_required	1.60	ns
ys_seq_share	0	%
cp.arrival	1.53	ns
common_cells	buf_4 (30), nor2_1 (3)	
-- final timing paths --
kind / start / end / slack, ns / cells past startpoint
setup / recovery: instruction[21] / type_instruction[1] / 0.07 / 6
hold / removal: instruction[18] / address[6] / 0.80 / 0
-- worst max-delay path, cell delays in order --
cell	delay, ns
dlygate4sd2_1	0.24
and4bb_1	0.26
nand4_1	0.13
buf_4	0.16
o31ai_1	0.21
buf_2	0.13
-- kinds of logic (layout without fill, tap and decap cells) --
| group | Yosys count | in the layout | synth area share, % |
|---|---|---|---|
| simple gates | 15 | 15 | 25.6 |
| buf+inv | 30 | 41 | 64.1 |
| compound gates | 5 | 5 | 10.3 |
-- power by group --
part / leakage, nW / total (mW) / switching [mW] / internal (mW)
Sequential: 0 / 0 / 0 / 0
Combinational: 0.265 / 0.0816 / 0.0245 / 0.0571
Clock: 0 / 0 / 0 / 0
-- per-stage QoR --
stage	util [%]	cell area, um2	worst slack (ns)
CTS	16.6	567	0.00801
finish	17.7	603	0.0682
floorplan	-	352	0.554
detailed placement	16.4	559	-0.516
global placement	16.4	559	-0.509
global route	17.7	603	-0.000612
-- timing repair --
item | 4_1_cts | 5_1_grt
resized | 25 | 9
setup endpoints to repair | 3 | 3
pin swaps | 10 | 2
setup buffers | 2 | 0
-- layer usage --
metal / GRT usage, % / wire (um) / vias to the layer above / share of wire, %
li1: - / - / 167 / -
met1: 4.15 / 515 / 159 / 41
met2: 6.02 / 567 / 21 / 45
met3: 1.59 / 181 / 0 / 14
met4: 0.176 / 0 / 0 / 0
met5: 0 / 0 / - / 0
-- placed cells by master (no fill, tap or decap), types with 2 or more instances in the layout --
master	synthesis	routed
nand2_1	2	2
a21o_1	2	2
buf_2	0	3
nand3_2	0	2
and3_4	0	2
buf_4	30	11
dlygate4sd2_1	0	9
dlymetal6s2s_1	0	3
nor2_1	3	2
nand4_1	2	2
clkdlybuf4s50_1	0	14
-- cell type report --
type,count,area (um2),share of cell area (%)
Timing Repair Buffer,41,364,60.4
Multi-Input combinational cell,20,181,30.1
Tap cell,46,57.6,9.54
No activity file was given, so power comes from the tool's default toggle rates.
